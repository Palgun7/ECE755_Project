==> config.mk <==
export PLATFORM = sky130hd
export DESIGN_NAME = top
export DESIGN_NICKNAME = top
export VERILOG_FILES = /design/flow/design.v
export SDC_FILE = /design/flow/constraint.sdc
export NUM_CORES = 4
export LEC_CHECK = 1
export CORE_UTILIZATION = 50
==> constraint.sdc <==
current_design top

set clk_period 15.1
set clk_io_pct 0.2

create_clock -name clk0 -period $clk_period [get_ports {clk}]

set non_clock_inputs [all_inputs -no_clocks]
set_input_delay [expr $clk_period * $clk_io_pct] -clock clk0 $non_clock_inputs
set_output_delay [expr $clk_period * $clk_io_pct] -clock clk0 [all_outputs]
==> design.v <==
  module top (
    x0, x1, x2, x3, 
    w04, w05, w06, w07, 
    w14, w15, w16, w17, 
    w24, w25, w26, w27, 
    w34, w35, w36, w37, 
    w48, w58, w49, w59, 
    w68, w69, w78, w79, 
    out0, out1, 
    in_ready, out0_ready, out1_ready, 
    clk
);
    input signed [4:0]  x0, x1, x2, x3, 
                        w04, w05, w06, w07, 
                        w14, w15, w16, w17, 
                        w24, w25, w26, w27, 
                        w34, w35, w36, w37, 
                        w48, w58, w49, w59, 
                        w68, w69, w78, w79;
    input in_ready;
    input clk;
    output logic signed [16:0] out0, out1;
    output logic out0_ready, out1_ready;
    logic signed [11:0] y4, y5, y6, y7; 
    logic signed [11:0] z4, z5, z6, z7; 
    logic y_ready, z_ready; 
    always_ff @(posedge clk) 
	begin
        if(in_ready) begin
            y4 <= x0 * w04 + x1 * w14 + x2 * w24 + x3 * w34;
            y5 <= x0 * w05 + x1 * w15 + x2 * w25 + x3 * w35;
            y6 <= x0 * w06 + x1 * w16 + x2 * w26 + x3 * w36;
            y7 <= x0 * w07 + x1 * w17 + x2 * w27 + x3 * w37;
		end
		y_ready <= in_ready;
	end
	always_ff @(posedge clk) 
	begin         
        z4 <= (y4[11]) ? 'b0 : y4;
        z5 <= (y5[11]) ? 'b0 : y5;
        z6 <= (y6[11]) ? 'b0 : y6;
        z7 <= (y7[11]) ? 'b0 : y7;
		z_ready <= y_ready;
    end
	always_ff @(posedge clk) 
	begin	
        out0 <= z4 * w48 + z5 * w58 + z6 * w68 + z7 * w78;
        out1 <= z4 * w49 + z5 * w59 + z6 * w69 + z7 * w79;    
    end
    always_ff@(posedge clk)
    begin
        if(z_ready) begin
            out0_ready <= 1'b1;
            out1_ready <= 1'b1;
        end else begin
            out0_ready <= 1'b0;
            out1_ready <= 1'b0;
        end
    end
endmodule
==> run.sh <==
#!/bin/bash
# OpenROAD 26Q1-2900-gdf79404cd8, Yosys 0.63+post, stock flow scripts
make -C /OpenROAD-flow-scripts/flow DESIGN_CONFIG=/design/flow/config.mk WORK_HOME=/design/flow/orfs finish
==> flow_metrics.py <==
# Auto-generated metrics
metrics = {
    "floorplanning": {
        "die_h_um": 280,
        "die_area_um2": 78400,
        "dieWidth_um": 280,
        "io-pin-count": 178,
        "core_um2": 76200,
        "fp-row-count": 101,
        "fp_util_pct": 50.7,
    },
    "worst_setup_path": {
        "crit_fanout": 14,
        "worst_setup_path_end_kind": "flop",
        "worstSetupStartpointType": "input port",
        "crit_end": "out0[16]",
        "crit_start": "w78[4]",
        "crit_type": "in -> reg",
        "rr_worst_depth": 19,
        "rr_startpoint": "z4[2]",
        "cp.required_ns": 15.42,
        "worstReg2RegEnd": "out0[14]",
        "worst-r2r-setup-slack_ns": 8.73,
        "arrival_ns": 9.37,
    },
    "status": {
        "outcome": "complete, no violations",
    },
    "drt": {
        "antenna_cells": 0,
        "wirelength_um": 82000,
        "avgViaCountPerCell": 4.69,
        "drc": 0,
        "wl_per_cell_um": 15.8,
        "drtAntennaViolNets": 0,
        "drtPass1Iterations": 5,
        "drt_iter0_drc": 643,
        "num_vias": 24315,
    },
    "global_routing": {
        "grt_overflow": 0,
        "grt_pass1_vias": 27034,
        "antenna_found_initial": 0,
        "grt_pass1_wl_um": 140000,
        "grt_max_degree": 50,
        "grt.total_usage_pct": 24.9,
    },
    "logic_synthesis": {
        "syn_avg_cell_area_um2": 9.57,
        "ys_seq_share_pct": 7.92,
        "postSynthCellCount": 4038,
        "ys_seq_elements": 129,
        "edf_count": 48,
        "yosys_most_used_dff": "dfxtp_1",
        "synth_cell_type_count": 44,
        "syn-cell-area_um2": 38700,
        "ys_warn_count": 1,
        "ys_cells": 4038,
        "yosys_area_um2": 38700,
        "synthArstFlopShare_pct": 0,
    },
    "timing": {
        "tightest_slew_ns": 0.703,
        "finalSetupViolations": 0,
        "period_minus_slack_ns": 9.06,
        "fin_tns_setup_ns": 0,
        "slew_headroom_pct": 53.0,
        "rsz0062_at_grt": "false",
        "drv_slew": 0,
        "layout_setup_ws_ns": 6.04,
        "clock_skew_ns": 0.0243,
        "fmax_mhz": 110,
        "finalClockPeriodUsage_pct": 60.0,
        "finalHoldViolCount": 0,
    },
    "clock_network": {
        "post_cts_resized": 0,
        "cts-buffers-inserted": 17,
        "clockRootBuffer": "clkbuf_16",
        "cts_htree_levels": 4,
        "cts_setup_buffers": 0,
        "cts_tree": "yes",
        "cts_max_path_buffers": 2,
        "clkTransAtPathRegs_ns": 0.06,
        "cts_hold_buf": 0,
        "worstSkewPairLatency_ns": 0.45,
        "cts_num_sinks": 129,
    },
    "cells_and_area": {
        "stdcell_area_um2": 42100,
        "finalNonFillerCells": 5181,
        "final_core_util_pct": 55.2,
        "n_fill_cell": 6877,
        "layout_top_cells": "1,216 x inv_1, 923 x fa_1, 396 x ha_1",
        "lay_top_count": "inv_1",
        "drive_gt1_share_pct": 1.64,
        "synthToLayoutAreaGrowth_pct": 8.87,
    },
    "run": {
        "warnings": 47,
        "maxCapViolations": 0,
    },
    "placement": {
        "pre_cts_slack_ns": 5.58,
        "place_inst": 5149,
        "placed_area_um2": 41400,
        "gp_congestion": 0.906,
        "portBuffers": 177,
        "dpl.hpwl_um": 71000,
    },
    "hold_path": {
        "hold_path.class": "reg -> reg",
        "min_from": "y_ready",
    },
}
how the worst min path moves through the flow:
stage	endpoint	slack, ns	cells after the start
4_1_cts	z_ready	0.33	0
5_1_grt	z_ready	0.35	0
6_report	z_ready	0.33	0
cell type report:
cell class | instances | area [um2] | share of cell area, %
Tap cell | 1030 | 1290 | 3.06
Clock buffer | 21 | 493 | 1.17
Sequential cell | 129 | 3060 | 7.28
Timing Repair Buffer | 200 | 1940 | 4.61
Inverter | 1216 | 4560 | 10.8
Multi-Input combinational cell | 2574 | 30600 | 72.7
Clock inverter | 11 | 159 | 0.378
cell usage after synthesis, drive strengths merged, types with 5 or more instances:
library cell  number  area share [%]
a21boi             7            0.14
inv             1216              12
o311ai             5            0.15
nor2b             95             1.5
and2             349             5.6
dfxtp             81             4.2
nand3              9            0.12
xor2              18            0.41
nor2              74            0.72
xnor2            115             2.6
ha               396              13
clkbuf           118             1.1
fa               923              48
a21oi             29            0.38
nand2            345             3.3
nand2b            88             1.4
and3               8            0.13
o21ai             40            0.53
o21bai            10            0.19
nor3              15            0.19
a21o               8            0.16
or2                5           0.081
edfxtp            48             3.7
o21a               5           0.097
state kept, by name (all words and copies together), names as in the netlist:
signal and flops:
out1 17, z_ready 1, y6 12, y7 12, z4 11, out0 17
z5 11, y4 12, y5 12, y_ready 1, out1_ready 1, z6 11
z7 11
metal layers:
layer  up-vias  wire length [um]  GRT usage, %
met5         -                 0             0
met4         0              1160          2.54
met3        37              6580          8.33
met2       624             40700          39.9
met1     11997             33500          36.6
li1      11657                 -             -
critical path, cell delays in order:
cell and delay, ns:
clkdlybuf4s50_1 0.78, nor2b_1 0.32, fa_1 0.52, inv_1 0.05, fa_1 0.47, inv_1 0.06, fa_1 0.50, fa_1 0.57
fa_1 0.42, fa_1 0.52, inv_1 0.06, fa_1 0.47, inv_1 0.04, ha_1 0.33, a21o_1 0.20, a21oi_1 0.17
a21boi_1 0.16, o311ai_2 0.39, o21ai_0 0.18, xnor2_1 0.15
cell families (layout without fill, tap and decap cells):
family | after synthesis | in the layout | synth area share, %
xor gates and xnor gates | 133 | 133 | 3.01
adders and majority gates | 1319 | 1319 | 60.6
AOI/OAI and AO/OA | 126 | 126 | 2.11
muxes | 4 | 4 | 0.104
buffers and inverters | 1335 | 1448 | 13.0
and+or+nand+nor | 992 | 992 | 13.3
DFF | 129 | 129 | 7.92
stage by stage:
stage	hold slack, ns
after global placement	0.313
after global routing	0.352
after floorplan	0.310
final	0.326
after CTS	0.328
after detailed placement	0.312
